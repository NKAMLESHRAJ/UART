--- config.mk ---
export PLATFORM = sky130hd
export DESIGN_NAME = tx
export DESIGN_NICKNAME = tx
export VERILOG_FILES = /design/flow/design.v
export SDC_FILE = /design/flow/constraint.sdc
export NUM_CORES = 4
export LEC_CHECK = 1
export CORE_UTILIZATION = 30
export SYNTH_HDL_FRONTEND = slang
--- constraint.sdc ---
current_design tx

set clk_period 2.5
set clk_io_pct 0.2

create_clock -name clk0 -period $clk_period [get_ports {fclk}]

set non_clock_inputs [all_inputs -no_clocks]
set_input_delay [expr $clk_period * $clk_io_pct] -clock clk0 $non_clock_inputs
set_output_delay [expr $clk_period * $clk_io_pct] -clock clk0 [all_outputs]
--- design.v ---
`timescale 1ns / 1ps
module baud_rate_generator 
( 
input fclk,
input [2:0]sel,
output bclk,bx8clk
);
wire clk;
reg [3:0]n=3; 
reg [1:0]count=0;
reg [7:0]counter=0; 
reg [2:0]counter_div_by_c=0; 
input_clock_1point8432mhz_frequency clk1(.clock(fclk), .clk(clk) ); 
always @ (posedge clk)
begin 
if(count<n)
count<=count+1;
else
count<=0;
end
always @(posedge count[1])
begin
counter<=counter+1;
end
assign bx8clk=counter[sel];
always @(posedge counter[sel])
begin
counter_div_by_c<=counter_div_by_c+1;
end
assign bclk=counter_div_by_c[2];
endmodule
`timescale 1ns / 1ps
module input_clock_1point8432mhz_frequency
(
input clock,  
output clk   
    );
    reg[5:0]count=0;
    always @ (posedge clock)
    begin
    if(count<55)
    count<=count+1;
    else
    count<={6{1'b0}};
    end
    assign clk=count[5];
endmodule
`timescale 1ns / 1ps
module tx
    (
    input fclk,[2:0]sel,
    input txd_startH,rst_n,[7:0]DBUS,
    output txd_doneH,
    output rxd_readyH,
    output [7:0]RDR
    );
    wire bclk,bx8clk;
    wire txd,rxd;
  assign rxd=txd;  
baud_rate_generator brg (.fclk(fclk),.sel(sel),.bclk(bclk),.bx8clk(bx8clk));
uart_transmitter utx(.DBUS(DBUS),.sysclk(fclk),.txd_startH(txd_startH),.rst_n(rst_n),.bclk(bclk),.txd(txd),.txd_doneH(txd_doneH));
 uart_reciever urx (.sysclk(fclk),.rxd(rxd),.rst_n(rst_n),.bx8clk(bx8clk),.RDR(RDR),.rxd_readyH(rxd_readyH));  
endmodule
`timescale 1ns / 1ps
module uart_reciever
    (
input sysclk,   
input rxd,
input rst_n,
input bx8clk,
output reg [7:0]RDR,
output reg rxd_readyH
    );   
    reg bx8clk_delayed;
    wire bx8clk_rising;
    reg clr1,inc1,clr2,inc2;
    reg [3:0]ct1,ct2;
    reg load_RDR,shiftRSR;
    reg [7:0]RSR; 
    reg [1:0]pstate;
    reg [1:0]nstate;
    parameter idle=2'b00;
    parameter start_detected=2'b01;
    parameter recv_data=2'b10;
    reg ok_en;
always @ (posedge sysclk)
begin
if (!rst_n)
bx8clk_delayed<=0;
else  
bx8clk_delayed<=bx8clk;
end
assign bx8clk_rising = bx8clk & (~ bx8clk_delayed);
always @(posedge sysclk)
begin
if (!rst_n)
pstate<=idle; 
else
pstate<=nstate;
end 
always @(pstate,rxd,bx8clk_rising,ct1,ct2)
begin
case(pstate)
idle:
begin
 if(!rxd)
 begin
    load_RDR=0;
    ok_en=0;
    clr1=1;
    clr2=1;
    inc1=0;
    inc2=0;
    ok_en=0;
    shiftRSR=0;
    nstate=start_detected;
 end
 else
    begin
    load_RDR=0;
    ok_en=0;
    clr1=0;
    clr2=0;
    inc1=0;
    inc2=0;
    ok_en=0;
    shiftRSR=0;
    nstate=idle;
    end
end
start_detected:
begin
if(bx8clk_rising)
    begin
    if(rxd)
        begin
        load_RDR=0;
        ok_en=0;
        clr1=1;
        clr2=1;
        inc1=0;
        inc2=0;
        ok_en=0;
        shiftRSR=0; 
        nstate=idle;
        end
    else
        begin
        if(ct1!=3) 
            begin
            load_RDR=0;
            ok_en=0;
            clr1=0;
            clr2=1; 
            inc1=1;
            inc2=0;
            ok_en=0;
            shiftRSR=0;
            nstate=start_detected;
            end
        else 
            begin
            load_RDR=0;
            ok_en=0;
            clr1=1;
            clr2=1;
            inc1=0;
            inc2=0;
            ok_en=0;
            shiftRSR=0;
            nstate=recv_data;
            end 
        end
    end
else
    begin
    load_RDR=0;
    ok_en=0;
    clr1=0;
    clr2=0;
    inc1=0;
    inc2=0;
    ok_en=0;
    shiftRSR=0;
    nstate=start_detected;
    end
end
recv_data:
begin
if(bx8clk_rising)
    begin
    load_RDR=0;
    ok_en=0;
    clr1=0;
    clr2=0;
    inc1=1;
    inc2=0;
    ok_en=0;
    shiftRSR=0;
    if(ct1!=7)
        begin 
        load_RDR=0;
        ok_en=0;
        clr1=0;
        clr2=0;
        inc1=1;
        inc2=0;
        ok_en=0;
        shiftRSR=0;
        nstate=recv_data;
        end
    else
    begin
        if(ct2!=8)
            begin
            load_RDR=0;
            ok_en=0;
            clr1=1;
            clr2=0;
            inc1=0;
            inc2=1; 
            ok_en=0;
            shiftRSR=1;
            nstate=recv_data;
            end
        else
        begin
            if(!rxd)
                begin
                load_RDR=0;
                ok_en=0;
                clr1=1;
                clr2=1;
                inc1=0;
                inc2=0;
                shiftRSR=0;
                nstate=idle;
                end
            else
                begin
                load_RDR=1;
                ok_en=1;
                clr1=1;
                clr2=1;
                inc1=0;
                inc2=0;
                shiftRSR=0;
                nstate=idle;
                end
            end
        end
    end
    else
    begin
    load_RDR=0;
    ok_en=0;
    clr1=0;
    clr2=0;
    inc1=0;
    inc2=0;
    ok_en=0;
    shiftRSR=0;
    nstate=recv_data;
    end
end
    default:begin
    load_RDR=0;
    ok_en=0;
    clr1=1;
    clr2=1;
    inc1=0;
    inc2=0;
    ok_en=0; 
    shiftRSR=0;   
    nstate=idle;
    end
endcase
end 
always @ (posedge sysclk)
begin
rxd_readyH<=ok_en;
end
always @(posedge sysclk)
begin
if(clr1)
    begin
    ct1<=0;
    end
else 
    begin
    if(inc1)
    begin
        ct1<=ct1+1;
    end 
    end
end
always @(posedge sysclk)
begin
if(clr2)
    begin
    ct2<=0;
    end
else 
    begin
    if(inc2)
    begin
        ct2<=ct2+1;
    end 
    end
end
always @(posedge sysclk)
begin
if(shiftRSR)
    begin
    RSR<={rxd,RSR[7:1]};
    end
else 
    begin
    if(load_RDR)
    begin
    RDR<=RSR;
    end
    end
end
endmodule
`timescale 1ns / 1ps
module uart_transmitter
    (
input [7:0]DBUS, 
input sysclk,
input txd_startH,
input rst_n,
input bclk,
output reg txd,
output reg txd_doneH
    );   
    reg bclk_delayed;
    wire bclk_rising;
    reg clr,inc;
    reg [3:0]bct;
    reg loadTSR,start,shift;
    reg [7:0]TSR;
    reg [1:0]pstate;
    reg [1:0]nstate;
    parameter idle=2'b00;
    parameter synch=2'b01;
    parameter tdata=2'b10;
    reg txd_done;
always @ (posedge sysclk)
begin
if (!rst_n)
bclk_delayed<=0;
else 
bclk_delayed<=bclk;
end
assign bclk_rising = bclk & (~ bclk_delayed);
always @(posedge sysclk)
begin
if (!rst_n)
pstate<=idle;
else
pstate<=nstate;
end
always @(pstate,txd_startH,bclk_rising,bct)
begin
case(pstate)
idle :
begin
    if(txd_startH)
        begin
        start=0;
        loadTSR=1;
        txd_done=0;
        clr=1;
        shift=0;
        inc=0;
        nstate=synch;
        end
    else 
        begin
        start=0;
        loadTSR=0;
        txd_done=0;
        clr=1;
        shift=0;
        inc=0;
        nstate=idle;
    end
end
synch :
begin
    if(bclk_rising)
        begin
        start=1;
        loadTSR=0;
        txd_done=0;
        clr=1;
        shift=0;
        inc=0;
        nstate=tdata;
        end
    else 
        begin
        start=0;
        loadTSR=0;
        txd_done=0;
        clr=1;
        shift=0;
        inc=0;
        nstate=synch;
        end
end
tdata :
begin
    if(bclk_rising)
        begin
        if (bct!=9)begin
        start=0;
        loadTSR=0;
        txd_done=0;
        clr=0;
        shift=1;
        inc=1;
        nstate=tdata;
        end
        else
        begin
        start=0;
        loadTSR=0;
        txd_done=1;
        clr=1;
        shift=0;
        inc=0;
        nstate=idle;
        end
        end
    else
    begin
        start=0;
        loadTSR=0;
        txd_done=0;
        clr=0;
        shift=0;
        inc=0;
        nstate=tdata;
    end
end
    default:begin
        start=0;
        loadTSR=0;
        txd_done=0;
        clr=1;
        shift=0;
        inc=0;
        nstate=idle;
    end
endcase
end 
always @ (posedge sysclk)
begin
txd_doneH<=txd_done;
end
always @(posedge sysclk)
begin
if(clr)
    begin
    bct<=0;
    end
else 
    begin
    if(inc)
    begin
        bct<=bct+1;
    end 
    end
end
always @(posedge sysclk)
begin
if(loadTSR)
    begin
    TSR<=DBUS;
    end
else 
    begin
    if(start)
    begin
    txd<=1'b0;
    end
    else 
    begin
        if (shift)
        begin
        TSR<={1'b1,TSR[7:1]};
        txd<=TSR[0];
        end
    end
    end
end 
endmodule
--- run.sh ---
#!/bin/bash
# OpenROAD 26Q1-2900-gdf79404cd8, Yosys 0.63+post, stock flow scripts
make -C /OpenROAD-flow-scripts/flow DESIGN_CONFIG=/design/flow/config.mk WORK_HOME=/design/flow/orfs finish
==> reports/README.md <==
| Stage | Item | Value |
|:---|:---|:---|
| outcome | Outcome | completed |
| pwr | Part of the total power dissipated in combinational logic | 0.064 |
| worst hold path | Hold path depth | 0 |
| cells and area | Sequential Area | 0.00157 mm² |
| critical path | Worst Reg2Reg Path Length in Cells | 6 |
| routing | Remaining DRCs | 0 |
| place | Gpl congestion | 0.770 |
| timing | Number of unconstrained endpoints | 13 |
| timing | Final cycle utilization of the critical path | 0.869 |
| synthesis | Fraction of registers with async set or reset after synthesis | 0 |
| die | Vertical die dimension | 96.2 µm |
| synthesis | Post-synthesis share of cell area spent on full adders, half adders and majority gates | 0.0423 |
| die | Boundary pin count | 24 |
| synthesis | Dominant flop cell | dfxtp_1 |
| routing | Violation count after the first detailed-routing iteration | 40 |
| synthesis | Cell Area, Synth | 0.00266 mm² |
| timing | Unrepaired setup endpoints after global routing | false |
| global routing | Maximum number of pins on one net before global-route repair | 18 |
| synthesis | Number of warnings reported in the yosys synthesis log | 0 |
| timing | Clock period minus final worst setup slack | 2.17 ns |
| flow run | Tool Warnings | 27 |
| pwr | Switching power | 340 µW |
| synthesis | Yosys reg bits | 66 |
| timing | Count of unclocked register or latch pins | 13 |
| timing | Max-slew headroom | 0.437 |
| synthesis | Aoi/oai-family share of the synthesized area | 0.111 |
| clock network | Clk latency late pin | 0.30 ns |
| routing | Drt wl/cell | 11.0 µm |
| synthesis | Number of standard cells reported by yosys | 231 |
| synthesis | Yosys-reported design area after synthesis | 0.00266 mm² |
| cells and area | Count of placed standard cells in the final layout, fillers left out | 365 |
| pwr | Cell leakage power | 1.10 nW |
| cells and area | Area growth, synth to finish | 17.0% |
| worst hold path | Endpoint of the worst hold-timing path | urx.RDR[0]$_DFFE_PP_ |
| critical path | Critical path peak fanout | 14 |
| global routing | Via count of the first global-routing pass | 1,670 |
| cells and area | Share of layout cells above drive strength 1 | 0.0923 |
| timing | Total negative slack for setup checks | 0 ns |
| critical path | Cells traversed along the worst timing path | clkdlybuf4s50_1, mux2i_1, a31oi_1, nand3_2, or4_1, a21oi_1 |
| global routing | Initial antenna violation count | 0 |
| timing | Max-slew violations | 0 |
| critical path | Delay of the slowest cell on the worst path | 0.59 ns |
| clock network | CTS Buf Count | 5 |
| worst hold path | Worst hold path startpoint | urx.RSR[0]$_DFFE_PP_ |
| clock network | Post-cts hold-fix buffer tally | 0 |
| global routing | Global-route total usage across every layer | 0.0986 |
| flow run | Number of maximum-capacitance violations | 0 |
| critical path | Worst path slowest cell | clkdlybuf4s50_1 |
| routing | DR vias | 1,721 |
| synthesis | Share of the yosys chip area belonging to registers | 0.591 |
| synthesis | Synth Instances | 231 |
| place | Placed cell count | 357 |
| timing | Setup violation total in the final timing report | 0 |
| routing | Antenna-violating nets left | 0 |
| cells and area | Combinational gate area | 0.00104 mm² |
| clock network | CTS tree | yes |
| worst hold path | Hold Path Class | reg -> reg |
| critical path | Critical register-to-register path startpoint | urx.ct1[0]$_SDFFE_PP0P_ |
| synthesis | Simple-Gate Area Share | 0.153 |
| routing | Ant diodes | 0 |
| die | Full die area | 0.00925 mm² |
| synthesis | Distinct lib cells used | 46 |
| synthesis | Flip-flops with a built-in enable | 25 |
| clock network | Clk slew on worst S/H paths | 0.10 ns |
| timing | Final count of hold timing violations | 0 |
| pwr | Total power divided by cell area | 488 mW/mm² |
| synthesis | Mux cell area share | 0.0409 |
| clock network | Number of buffers inserted to repair setup after CTS | 0 |
| critical path | Buf+Inv Stages, Crit Path | 1 |
| timing | Worst hold slack across all endpoints | 0.428 ns |
| pwr | Sequential cell fraction of total power | 0.619 |
| synthesis | Synthesized area divided by synthesized cell count | 11.5 µm² |
| clock network | Clk Tree Root Cell | clkbuf_8 |
| place | Number of buffers inserted by port buffering | 23 |
| global routing | Global-route wire length before repair | 7.11 mm |
| pwr | Largest voltage drop on the vdd net | 0.240 mV |
| routing | Routed Wire Length | 4.01 mm |
| critical path | Critical Path End Type | register |
| critical path | Register-to-Register Setup Slack | 0.60 ns |
| place | Estimated wirelength of the detail-placed design | 2.90 mm |
| timing | Slew at the pin closest to its max-slew limit | 0.838 ns |
| critical path | Arrival time at the worst endpoint | 2.41 ns |
| timing | Peak Freq | 460 MHz |
| die | Horizontal die size | 96.2 µm |
| global routing | Grt ovf | 0 |
| synthesis | Main logic family after synthesis | simple AND/OR/NAND/NOR gates |
| pwr | Final total power | 1.52 mW |
| critical path | Data required time at the worst endpoint | 2.74 ns |
| critical path | Kind of launch point of the worst setup path | input port |
| clock network | Post-CTS sizing | 0 |
| pwr | Internal Pwr Total | 1.18 mW |
| routing | Vias per std cell | 4.72 |
| pwr | Clk network pwr share | 0.317 |
| clock network | Clock Path Buffers | 2 |
| synthesis | Post-synthesis share of cell area spent on xor and xnor gates | 0.0428 |
| die | Initial Util | 0.318 |
| critical path | Worst setup path class | in -> reg |
| pwr | Sw Share | 0.224 |
| clock network | H-tree depth | 2 |
| die | Core ar. | 0.00838 mm² |
| die | Cell Rows | 33 |
| cells and area | Filler Cells Inserted | 820 |
| critical path | Category of cells accounting for the largest share of critical-path delay | simple AND/OR/NAND/NOR gates |
| routing | Iteration tally of the first detailed-router pass | 4 |
| timing | Worst clock skew | 0.00464 ns |
| critical path | Reg-to-reg critical path endpoint | urx.ct2[3]$_SDFFE_PP0P_ |
logic make-up (layout without fill, tap and decap cells):
family | Yosys count | count (layout)
compound gates | 42 | 42
xor+xnor | 13 | 13
fa+ha+maj | 9 | 9
buf+inv | 12 | 41
flops | 66 | 66
mux | 10 | 10
simple gates | 79 | 79
cells in the mapped netlist, types with 3 or more instances:
cell type	n	area, µm²
inv_1	6	22.5
o211ai_1	3	22.5
and3_1	5	31.3
o31ai_1	3	22.5
xor2_1	6	52.6
edfxtp_1	25	751
ha_1	9	113
a31oi_1	4	25.0
nor2_1	19	71.3
nand2_1	19	71.3
nor2b_1	8	50.1
nand3_1	7	35.0
dfxtp_1	41	821
nand3b_1	3	22.5
a21oi_1	5	25.0
mux2i_1	3	30.0
and2_1	3	18.8
mux2_2	7	78.8
a21boi_0	4	30.0
o21ai_0	6	30.0
xnor2_1	7	61.3
per-layer routing:
layer  wire (µm)  up-vias  track usage
met4          13        0      0.00746
met2        1860       22        0.169
met3         137        2       0.0193
met1        1990      802        0.139
met5           0        -            0
li1            -      895            -
state kept, by name, summed over array words and instances (netlist names):
| signal | cells |
|---|---|
| urx.RSR | 8 |
| utx.bclk_delayed | 1 |
| urx.bx8clk_delayed | 1 |
| urx.rxd_readyH | 1 |
| utx.pstate | 3 |
| brg.clk1.count | 6 |
| brg.count | 2 |
| urx.pstate | 3 |
| utx.bct | 4 |
| utx.TSR | 8 |
| urx.RDR | 8 |
| brg.counter_div_by_c | 3 |
| utx.txd_doneH | 1 |
| urx.ct2 | 4 |
| urx.ct1 | 4 |
| brg.counter | 8 |
| utx.txd | 1 |
through the flow:
stage	utilization	setup slack [ns]	instance area, µm²
after floorplan	-	0.454	2660
after global placement	0.361	0.0590	3020
after detailed placement	0.361	-0.00312	3020
after CTS	0.371	0.339	3110
after global routing	0.371	0.198	3110
final	0.371	0.326	3110
worst register-to-register path, cell delays in order (launching register included):
cell	delay (ns)
dfxtp_1	0.40
ha_1	0.24
nor2b_1	0.25
and3_1	0.29
nand4_1	0.10
or4_1	0.41
a21oi_1	0.15
layout by cell type (no fill, tap or decap), types with 3 or more instances in the layout:
| cell type | netlist | layout |
|---|---|---|
| a21boi_0 | 4 | 4 |
| a21oi_1 | 5 | 5 |
| a31oi_1 | 4 | 4 |
| and2_1 | 3 | 3 |
| and3_1 | 5 | 5 |
| buf_4 | 1 | 4 |
| clkbuf_8 | 0 | 5 |
| clkdlybuf4s50_1 | 0 | 23 |
| dfxtp_1 | 41 | 41 |
| edfxtp_1 | 25 | 25 |
| ha_1 | 9 | 9 |
| inv_1 | 6 | 6 |
| mux2_2 | 7 | 7 |
| mux2i_1 | 3 | 3 |
| nand2_1 | 19 | 19 |
| nand3_1 | 7 | 7 |
| nand3b_1 | 3 | 3 |
| nor2_1 | 19 | 19 |
| nor2b_1 | 8 | 8 |
| o211ai_1 | 3 | 3 |
| o21ai_0 | 6 | 6 |
| o31ai_1 | 3 | 3 |
| xnor2_1 | 7 | 7 |
| xor2_1 | 6 | 6 |
cell type report:
cell class	instances	share of cell area
Inverter	6	0.00723
Clock buffer	5	0.0221
Timing Repair Buffer	27	0.0836
Clock inverter	3	0.00683
Sequential cell	66	0.505
Tap cell	105	0.0422
Multi-Input combinational cell	153	0.333
worst max path at each step:
stage                             end  startpoint  cells past startpoint
CTS           urx.ct2[3]$_SDFFE_PP0P_      sel[0]                      6
global route  urx.ct2[3]$_SDFFE_PP0P_      sel[0]                      6
finish        urx.ct2[3]$_SDFFE_PP0P_      sel[0]                      6
power by group through the flow:
stage | Combinational, mW | Sequential, mW | Clock [mW]
5_1_grt | 0.108 | 0.944 | 0.535
6_report | 0.0972 | 0.940 | 0.481
4_1_cts | 0.0984 | 0.940 | 0.507
Power figures rest on the tool's default switching activity, not on a simulated workload.
